$ cat config.mk
export PLATFORM = sky130hd
export DESIGN_NAME = spi
export DESIGN_NICKNAME = spi
export VERILOG_FILES = /design/flow/design.v
export SDC_FILE = /design/flow/constraint.sdc
export NUM_CORES = 4
export LEC_CHECK = 1
export CORE_AREA = 10 10 112 112
export DIE_AREA = 0 0 122 122
$ cat constraint.sdc
current_design spi

set clk_period 3.0
set clk_io_pct 0.2

create_clock -name clk0 -period $clk_period [get_ports {clk}]

set non_clock_inputs [all_inputs -no_clocks]
set_input_delay [expr $clk_period * $clk_io_pct] -clock clk0 $non_clock_inputs
set_output_delay [expr $clk_period * $clk_io_pct] -clock clk0 [all_outputs]
$ cat design.v
interface spi_if;
	logic clk;
	logic rst_n;
	logic start;
	logic [7:0] tx_data;
	logic [7:0] rx_data;
	logic busy;
	logic done;
	logic sclk;
	logic mosi;
	logic miso;
	logic cs_n;
	modport tb(
		input clk,
		output rst_n,
		output start,
		output tx_data,
		input rx_data,
		input busy,
		input done,
		input sclk,
		input mosi,
		output miso,
		input cs_n
	);
	modport dut(
		input clk,
		input rst_n,
		input start,
		input tx_data,
		output rx_data,
		output busy,
		output done,
		output sclk,
		output mosi,
		input miso,
		output cs_n
	);
endinterface 
module spi #(
    parameter CLK_DIV = 4   
)(
    input  logic        clk,       
    input  logic        rst_n,     
    input  logic        start,     
    input  logic [7:0]  tx_data,   
    output logic [7:0]  rx_data,   
    output logic        busy,      
    output logic        done,      
    output logic        sclk,      
    output logic        mosi,      
    input  logic        miso,      
    output logic        cs_n       
);
    logic [7:0] tx_reg;     
    logic [7:0] rx_reg;     
    logic [2:0] bit_cnt;    
    logic [CLK_DIV-1:0] clk_cnt;   
    typedef enum {IDLE, TRANSFER} state_t;
    state_t state;
    always_ff @(posedge clk or negedge rst_n) begin
        if (!rst_n) begin
            state <= IDLE;
            sclk <= 1'b0;
            cs_n <= 1'b1;
            busy <= 1'b0;
            done <= 1'b0;
            rx_data <= 8'h00;
            clk_cnt <= '0;
            bit_cnt <= 3'd7;
        end else begin
            done <= 1'b0;
            case (state)
                IDLE: begin
                    cs_n <= 1'b1;
                    sclk <= 1'b0;
                    busy <= 1'b0;
                    clk_cnt <= '0;
                    bit_cnt <= 3'd7;
		    rx_data <= 1'b0;
                    if (start) begin
                        state <= TRANSFER;
                        tx_reg <= tx_data;
                        cs_n <= 1'b0;
                        busy <= 1'b1;
                    end
                end
                TRANSFER: begin
                    if (clk_cnt == CLK_DIV-1) begin
                        clk_cnt <= '0;
                        sclk <= ~sclk;
                        if (sclk) begin
                            rx_reg <= {rx_reg[6:0], miso};
                            if (bit_cnt == 0) begin
                                state <= IDLE;
                                rx_data <= {rx_reg[6:0], miso};
                                done <= 1'b1;
                                cs_n <= 1'b1;
                            end else begin
                                bit_cnt <= bit_cnt - 1;
                            end
                        end else begin
                            mosi <= tx_reg[bit_cnt];
                        end
                    end else begin
                        clk_cnt <= clk_cnt + 1;
                    end
                end
            endcase
        end
    end
endmodule
$ cat run.sh
#!/bin/bash
# OpenROAD 26Q1-2900-gdf79404cd8, Yosys 0.63+post, stock flow scripts
make -C /OpenROAD-flow-scripts/flow DESIGN_CONFIG=/design/flow/config.mk WORK_HOME=/design/flow/orfs finish
==> summary.txt <==
Status of the implementation.

- Counting along the longest clock path gives a buffer depth of 2.
- The overall track demand over capacity in global routing is 0.04947, for reference.
- The die width is between 100 and 150 um, for reference.
- Setup slack closes at about 1.1 ns.
- The number of enable-type register cells in the synthesized netlist is 16, for reference.
- The critical path required time is 2.40 ns, for reference.
- Per the power-grid run, VDD falls by no more than 0.1795 mV.
- In this run the count of I/O pins placed on the die edge is 25.
- The portion of the clock cycle consumed by the worst path in the final layout is 0.6294, for reference.
- In the final report, the number of pins over their slew limit comes to 0.
- The setup path with the least slack is of type reg -> out.
- The proportion of register bits with asynchronous set or reset after synthesis is 0.5676, for reference.
- The floorplan step defined a core boundary enclosing ~10000 um^2.
- The script extracted a total leakage power of 0.7791 nW.
- The tally of nets with antenna violations remaining after routing is 0, for reference.
- The flow measured a signed area growth from synthesis to layout of 31.53%.
- The H-tree generated during clock tree synthesis spans 2 levels.
- In this run, the number of DRC markers left after iteration 0 of detailed routing was about 79.
- The total of max-cap violations is 0, for reference.
- The run finished with clean final reports.
- The number of warning messages in the yosys log is 1, for reference.
- The area fraction of the dominant cell type after synthesis is 0.2961, for reference.
- For the pin with the worst max-slew slack, the measured transition is ~0.6 ns.
- STA puts the critical path data arrival time at around 1.3 ns.
- The post-placement setup slack is 0.8400 ns, for reference.
- Synthesis produced a netlist whose cell count is 134.
- For this design, the sink count on the clock tree is 37.
- The upper clock frequency limit is about 530 MHz, for reference.
- The sequential-to-total area share from yosys stat is 0.6237, for reference.
- Yosys attributes the largest share of cell area to sky130_fd_sc_hd__edfxtp_1 30%, sky130_fd_sc_hd__dfrtp_1 25%, sky130_fd_sc_hd__dfstp_2 8.1%.
- The initial antenna violation count is 0, for reference.
- In the final layout, the share of cells above drive strength 1 is 0.1227.
- The detailed-route wire length is between 3000 and 4000 um, for reference.
- The buffers inserted during post-CTS setup optimization is 0, for reference.
- The CTS buffer count is 5, for reference.
- Antenna repair during routing inserted a diode count of 0.
- The number of buffer cells added on primary ports is 24, for reference.
- The worst setup path is launched from a flip-flop.
- In the final routed layout, each cell accounts on average for 11.44 um.
- The worst register-to-register path has a setup slack of 1.12 ns.
- The via density per instance is 3.716, for reference.
- The finished layout holds ~300 standard cells, fillers aside.
- The total count of hold-check failures in the final report is 0, for reference.
- The global placement routability congestion is between 0.7 and 0.8, for reference.
- In this design, the stage delay of the slowest critical-path cell is 0.55 ns.
- The most repeated cell in the gate-level netlist after synthesis is sky130_fd_sc_hd__nand2_1, for reference.
- After synthesis the cells add up to 1623 um^2.
- The library cell occupying the most area in the post-synthesis netlist is sky130_fd_sc_hd__edfxtp_1, for reference.
- The stage logs contain a warning count of 26.
- The total setup violations reported at the end of the flow is 0, for reference.
- The stat command in Yosys gives a chip area of around 1600 um^2.
- The report shows a maximum critical-path fanout of 7.
- The category of the worst setup path capture point is an output pin, for reference.
- The first global-routing pass estimated 5968 um of wire.
- The final route contains 1111 vias.
- Overall power consumption after layout is estimated at around 1.3 mW.
- The post-route utilization of the core is recorded as 0.2086.
- The clock arrives with 0.005718 ns of skew.
- The cell count in the Yosys report is 134, for reference.
- Per the synth stats, the flop cell with the highest instance count is sky130_fd_sc_hd__edfxtp_1.
- The combined buffer and inverter count along the critical path is 1, for reference.
- Synthesis instantiated 39 different standard cells from the library.
- The number of placement rows is 37, for reference.
- Per the synth log, the flip-flop and latch total comes to 37.
- The clock latency on the worst-skew pair is 0.28 ns, for reference.
- Per the OpenROAD floorplan log, the height of the die is around 120 um.
- The final timing report derives a shortest allowable period of 1.888 ns.
- The slew check shows that the tightest pin keeps a relative margin of 0.6000.
- TritonCTS built the clock tree.
- The cell count after placement is between 200 and 300, for reference.
- The highest-delay cell along the critical path is sky130_fd_sc_hd__clkdlybuf4s50_1, for reference.
- For the final routed database, the setup TNS stands at 0 ns.
- After synthesis, the most frequently instantiated cells are 23 x sky130_fd_sc_hd__nand2_1, 16 x sky130_fd_sc_hd__dfrtp_1, 16 x sky130_fd_sc_hd__edfxtp_1.
- The chip occupies 14880 um^2.
- The root buffer selected by CTS is sky130_fd_sc_hd__clkbuf_8, for reference.
- The DRC violation count after routing is 0, for reference.
- Entering global routing, the biggest net connects 23 pins.
- For reference, the critical path cell chain is clkdlybuf4s50_1.
- The timing report gives the clock slew at the launch and capture registers of the worst setup and hold paths as 0.07 ns.
- The first TritonRoute pass finished after 4 iterations.
- The category of cells accounting for the largest share of critical-path delay is buffers and inverters, for reference.
- After clock tree synthesis, the repair step resized 0 gates.
- The initial utilization of the core area, before any placement, comes to 0.1586.
- The number of global-route vias before repair is roughly 1200, for reference.
- The average instance in the mapped netlist occupies 12.11 um^2.
- After legalization and detailed placement, the total HPWL measured between 2000 and 2500 um.
- For this run the aggregate overflow at the end of global routing stands at 0.
- The power per standard cell area is slightly above 600 nW/um^2, for reference.
- Setup repair after global routing left no endpoint under its margin.
- The report puts the hold buffer count at CTS at 0.
- The type recorded for the worst min-delay path is reg -> reg.
## layout make-up
cell class                      instances  area [um^2]
Clock inverter                          2        33.78
Clock buffer                            6        72.57
Sequential cell                        37         1012
Timing Repair Buffer                   28        270.3
Fill cell                            1077         8097
Inverter                                7        26.28
Multi-Input combinational cell         83        549.3
Tap cell                              136        170.2
## cell families (layout without fill, tap and decap cells)
group | count (synthesis) | in the layout | synth area share
flip-flops | 37 | 37 | 0.6237
AND-OR/OR-AND | 24 | 24 | 0.1010
adder cells (fa/ha/maj) | 3 | 3 | 0.02313
AND/OR/NAND/NOR | 50 | 50 | 0.1627
multiplexers | 4 | 4 | 0.04086
buffers and inverters | 14 | 43 | 0.03778
XOR/XNOR | 2 | 2 | 0.01080
## worst paths after layout
path	endpoint	cells after the start	startpoint
worst max register to register	rx_data[5]	5	bit_cnt[0]
worst max-delay path	sclk	1	sclk
worst min-delay path	rx_reg[6]	0	rx_reg[5]
min in group asynchronous	state[1]	2	rst_n
worst min register to register	rx_reg[6]	0	rx_reg[5]
max in group asynchronous	state[0]	2	rst_n
## stage by stage
step           hold slack (ns)  instance area [um^2]
2_1_floorplan           0.3044                  1623
3_3_place_gp            0.4338                  2028
5_1_grt                 0.4790                  2135
6_report                0.4530                  2135
4_1_cts                 0.4538                  2135
3_5_place_dp            0.4399                  2028
## routing by layer
metal / GRT usage / share of wire / up-vias
li1: - / - / 548
met4: 0.007452 / 0.017 / 0
met2: 0.07470 / 0.46 / 21
met5: 0 / 0 / -
met1: 0.06980 / 0.46 / 535
met3: 0.01596 / 0.058 / 7
## cells in the final DEF (no fill, tap or decap), drive strengths merged
master | Yosys | layout
or4 | 1 | 1
nor2 | 3 | 3
nor2b | 1 | 1
o211ai | 8 | 8
nand2 | 23 | 23
clkinv | 0 | 1
o221ai | 1 | 1
clkdlybuf4s50 | 0 | 24
a32oi | 1 | 1
and3 | 2 | 2
dfstp | 5 | 5
and3b | 1 | 1
edfxtp | 16 | 16
a22o | 2 | 2
mux2 | 1 | 1
nand4bb | 1 | 1
clkbuf | 2 | 6
mux4 | 2 | 2
nand3 | 2 | 2
ha | 3 | 3
a21o | 1 | 1
xnor2 | 1 | 1
xor2 | 1 | 1
and2 | 1 | 1
inv | 7 | 7
bufinv | 0 | 1
nand4 | 8 | 8
o31ai | 1 | 1
a21oi | 1 | 1
o21ai | 8 | 8
nor3 | 2 | 2
dfrtp | 16 | 16
nand3b | 1 | 1
mux2i | 1 | 1
nor3b | 2 | 2
a311oi | 1 | 1
nor4bb | 1 | 1
nand2b | 1 | 1
buf | 5 | 4
## where the power goes
group	total [mW]	leakage [nW]	switching, mW	internal, mW
logic	0.255	0.317	0.116	0.140
registers	0.650	0.409	0.0537	0.596
clock network	0.407	0.0528	0.161	0.245
Power is estimated from default activity; no workload was simulated.
